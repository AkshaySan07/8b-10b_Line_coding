<file path="flow/run.sh">
#!/bin/bash
# OpenROAD 26Q1-2900-gdf79404cd8, Yosys 0.63+post, stock flow scripts
make -C /OpenROAD-flow-scripts/flow DESIGN_CONFIG=/design/flow/config.mk WORK_HOME=/design/flow/orfs finish
</file>
<file path="flow/config.mk">
export PLATFORM = sky130hd
export DESIGN_NAME = Top_module_logical_Tx1
export DESIGN_NICKNAME = Top_module_logical_Tx1
export VERILOG_FILES = /design/flow/design.v
export SDC_FILE = /design/flow/constraint.sdc
export NUM_CORES = 4
export LEC_CHECK = 1
export CORE_UTILIZATION = 40
export SYNTH_HDL_FRONTEND = slang
</file>
<file path="flow/constraint.sdc">
current_design Top_module_logical_Tx1

set clk_period 13.3
set clk_io_pct 0.2

create_clock -name clk0 -period $clk_period [get_ports {clk_1G}]
create_clock -name clk1 -period $clk_period [get_ports {clk_8G}]

set non_clock_inputs [all_inputs -no_clocks]
set_input_delay [expr $clk_period * $clk_io_pct] -clock clk0 $non_clock_inputs
set_output_delay [expr $clk_period * $clk_io_pct] -clock clk0 [all_outputs]
</file>
<file path="flow/design.v">
module byte_striping #(
    parameter integer numlanes = 4
) (
    input [((numlanes*8)-1):0] data_in,
    input clk_1G,
    input rst_1G,
    output reg [7:0] data_0L,
    output reg [7:0] data_1L,
    output reg [7:0] data_2L,
    output reg [7:0] data_3L
);
    always @(posedge clk_1G, negedge rst_1G) begin
        if (!rst_1G) begin
            {data_0L,data_1L,data_2L,data_3L} <= 32'd0;
        end
        else begin
            {data_0L,data_1L,data_2L,data_3L} <= data_in;
        end
    end
endmodule
`timescale 1ns / 1ps
module Top_module_logical_Tx1(
    input clk_1G,
    input clk_8G,
    input rst_1G,
    input rst_8G,
    input rst_mod,
    input k,
    input tx_valid,
    input tx_start,
    input [31:0] DLL_data,
    input [1:0] en_scram,
    output data_out0,
    output data_out1,
    output data_out2,
    output data_out3
);
wire serial_data[3:0];
wire [7:0] scram_data_out[3:0];
wire sy_s;
wire sy_k;
wire sy_v;
wire sy_spul;
wire [7:0] Lane [3:0];
wire data_out[3:0];
wire rst_gen;
wire [1:0] lanenum [3:0];
assign rst_gen = rst_8G & rst_mod;
assign {data_out3,data_out2,data_out1,data_out0} = {data_out[3],data_out[2],data_out[1],data_out[0]};
byte_striping BT1(DLL_data, clk_1G, rst_1G, Lane[0], Lane[1], Lane[2], Lane[3]);
header_synchronizer1 HS1(clk_1G, rst_1G, tx_start, tx_valid, k, sy_s, sy_k, sy_v);
levtopulse LP1(clk_8G, rst_8G, sy_s, sy_spul);
genvar i;
generate for(i=0;i<4;i=i+1) begin : instanses
    assign lanenum[i] = i;
    scrambler_23b SC1 (Lane[i], clk_1G, clk_8G, rst_1G, rst_mod, en_scram, lanenum[i], scram_data_out[i]);  
    piso_serial8b1 PI1(scram_data_out[i], clk_1G, rst_1G, clk_8G, rst_8G, serial_data[i]);  
    fifo_sync1     ff1(serial_data[i], clk_8G, rst_8G, sy_spul, sy_v, sy_k, data_out[i]); 
    end
endgenerate
endmodule
module header_synchronizer1 (
    input clk_8G,
    input rst_8G,
    input tx_start,
    input tx_valid,
    input k,
    output tx_s,
    output k_synced,
    output tx_v);
reg [2:0] syblk;
reg [2:0] syhhh;
reg [2:0] sy1;
assign tx_s = syblk[1];
assign k_synced = sy1[2];
assign tx_v = syhhh[2];
always @(posedge clk_8G,negedge rst_8G) begin
    if(!rst_8G) begin
        syblk <= 0;
        sy1 <= 0;
        syhhh <= 0;
    end
    else begin
        syblk <= {syblk[1:0],tx_start};
        sy1 <= {sy1[1:0],k};
        syhhh <= {syhhh[1:0],tx_valid};
    end    
end    
endmodule
module levtopulse (
    input clk_8G,
    input rst_8G,
    input lev,
    output pulse
);
reg state;
assign pulse = (state & ~lev);
always @(posedge clk_8G,negedge rst_8G) begin
    if(!rst_8G) begin
        state <= 1'b0;
    end
    else begin
        state <= lev;
    end  
end
endmodule
module piso_serial8b1 (
    input [7:0] scram_data_out,
    input clk_1G,
    input rst_1G,
    input clk_8G,
    input rst_8G,
    output serial_data
);
    reg [7:0] piso;
    reg [2:0] i;
   assign serial_data = piso[i]; 
    always @(posedge clk_1G, negedge rst_1G) begin
        if (!rst_1G) begin
            piso <= 8'd0;
        end
        else begin
            piso <= scram_data_out;
        end
    end
    always @(posedge clk_8G, negedge rst_8G) begin
        if (!rst_8G) begin
            i <= 3'd7;
        end
        else begin
            i <= i + 3'd1;
        end
    end
endmodule
module fifo_sync1 (
    input serial_data,
    input clk_8G,
    input rst_8G,
    input tx_start,
    input tx_valid,
    input k_synced,
    output fifo_out
);
reg [255:0] mem;
reg [8:0] wptr;
reg [8:0] rptr;
wire full,empty;
wire [1:0] sync_head;
assign sync_head = (k_synced) ? 2'b01 : 2'b10;
assign full = ({!wptr[8],wptr[7:0]} == (rptr[8:0])) ? 1'b1 : 1'b0;
assign empty = (wptr == rptr) ? 1'b1 : 1'b0;
assign fifo_out = (!empty) ? mem[rptr[7:0]] : (tx_start ? sync_head[0] : 1'b0);
always @(posedge clk_8G, negedge rst_8G) begin
    if (!rst_8G) begin
        rptr <= 9'd0;
    end
    else begin
        rptr <= (!empty) ? (rptr + 9'd1) : (rptr);
    end
end
always @(posedge clk_8G, negedge rst_8G) begin
    if (!rst_8G) begin
        wptr <= 9'd0;
    end
    else if(tx_start) begin
        wptr <= (!full && tx_valid) ? (!empty ? (wptr + 9'd3) : (wptr + 9'd2)) : (wptr);
    end
    else begin
        wptr <= (!full && tx_valid) ? (wptr + 9'd1) : (wptr);
    end
end
always @(posedge clk_8G) begin
    if (tx_start && tx_valid && !full) begin
        {mem[wptr[7:0]+8'd2], mem[wptr[7:0]+8'd1], mem[wptr[7:0]]} <= !empty ? {serial_data,sync_head[1:0]} : {mem[wptr[7:0]+8'd2], serial_data, sync_head[1]};
    end
    else if(tx_valid && !full) begin
        {mem[wptr[7:0]+8'd2], mem[wptr[7:0]+8'd1], mem[wptr[7:0]]} <= {mem[wptr[7:0]+8'd2], mem[wptr[7:0]+8'd1], serial_data};
    end
    else begin
        {mem[wptr[7:0]+8'd2], mem[wptr[7:0]+8'd1], mem[wptr[7:0]]} <= {mem[wptr[7:0]+8'd2], mem[wptr[7:0]+8'd1], mem[wptr[7:0]]};
    end
end
endmodule
`timescale 1ns / 1ps
module scrambler_23b (
    input [127:0] DLL_data,
    input clk_1G,
    input clk_8G,
    input rst_1G,
    input rst_mod,           
    input [1:0] en_scram,
    input [1:0] lanenum,
    output [127:0] scram_data_out
);
wire [127:0] feed;
reg [7:0] scram_data, feed_reg;
LFSR_23b LR1 (clk_8G, rst_mod, en_scram[1], lanenum, feed);
assign scram_data_out = (en_scram[0]) ? (scram_data^feed_reg) : (scram_data);
always @(posedge clk_1G, negedge rst_1G) begin
    if (!rst_1G) begin
        scram_data <= 8'd0;
        feed_reg <= 8'd0;
    end
    else begin
        scram_data <= DLL_data;
        feed_reg <= feed;
    end
end
endmodule
module LFSR_23b (
    input clk_8G,
    input rst_mod,             
    input en_lfsr,            
    input [1:0] lanenu,
    output reg [7:0] feed_reg
);
reg [22:0] LR;
wire feed;
assign feed = LR[22];
always @(posedge clk_8G, negedge rst_mod) begin
    if (!rst_mod) begin
        feed_reg <= 8'd0;
    end
    else begin
        feed_reg <= {feed,feed_reg[7:1]};
    end
end
always @(posedge clk_8G, negedge rst_mod) begin
    if (!rst_mod) begin
        case(lanenu)
            2'd0 : LR <= 23'h1DBFBC;
            2'd1 : LR <= 23'h0607BB;
            2'd2 : LR <= 23'h1EC760;
            2'd3 : LR <= 23'h18C0DB;
            default : LR <= 23'h1DBFBC;
        endcase
    end
    else if(en_lfsr) begin
        LR <= {LR[21],LR[22]^LR[20],LR[19:16],LR[22]^LR[15],LR[14:8],LR[22]^LR[7],LR[6:5],LR[22]^LR[4],LR[3:2],LR[22]^LR[1],LR[0],LR[22]};
    end
    else begin
        LR <= LR;
    end
end
endmodule
</file>
==> results.cfg <==
; implementation run metrics
[run_status]
status = completed

[global_route]
first_global_vias = 173268
grt_antenna_before_repair = 78
grt_pass1_wl_um = 1360000
grt_use_total = 0.479
grt_overflow = 0
grt_max_degree = 145

[clocking]
cts_post_setup_buffers_inserted = 0
cts_hold_buf = 0
cts_resized = 0
clk_pin_slew_ns = 0.09
cts_num_sinks = 1369
cts_tree = yes

[finish]
syn2layout_area_growth_pct = 8.41
postLayoutCoreUtil = 0.435
fin_cells = 25553
final_cell_area_um2 = 178000
layout-drive-gt1-share = 0.143
largest_register_ffs = 1024

[worst_setup_path]
endpoint_kind = primary output
cp_max_fo = 39
crit_type = reg2out
path_buffers = 3
rrSetupSlack_ns = 5.46
crit_slowest_cell = buf_4
slowest_delay_ns = 0.68
cp_top_family = multiplexers
r2r-start = instanses[2].ff1.wptr[0]
timing.rr.end = instanses[2].ff1.mem[210]
startpoint = instanses[3].ff1.rptr[0]
worstRegToRegCells = 16
required_ns = 10.64
startpoint_type = flop
path_cells = buf_4 > buf_4 > mux4_2 > mux4_2 > mux4_2 > mux4_2 > nand2_1 > o21ai_0 > clkdlybuf4s50_1
crit_top_cell = mux4_2
arrival_ns = 5.92

[route]
dr.first_iter.drc_count = 24858
drc = 0
wirelength_um = 981000
firstDrtPassIters = 15
viasPerCell = 7.47
vias = 190991
wire_per_inst_um = 38.4
ant_nets = 0

[die]
floorplan.core_util = 0.402
die_w_um = 643
coreArea_um2 = 409000
chipArea_um2 = 414000
rows = 235
die_h_um = 643
io_pins = 46

[pwr]
peakVddDrop_v = 0.000531
clkPwrFrac = 0.113
comb_power_share = 0.722
p_int_mw = 20.0
p_sw_frac = 0.617
seqPwrFrac = 0.165
leakagePower_nw = 58.4
power.switching_mw = 32.3
p_per_area_nw_per_um2 = 294

[yosys]
synth_cell_types = 115
synth-edff-count = 1024
largest_area_cell = edfxtp_1
syn_inst = 20868
ys_area_um2 = 164000
ys_seq_share = 0.240
yosysWarnings = 0
syn_area_um2 = 164000
ys_cells = 20868
top_cell = nand2_1
top_cells_by_area = edfxtp_1 19%, mux4_2 12%, nand2_1 7.9%, mux2i_1 5.0%, nor2_1 4.5%
synth_async_sr_flop_share = 0.252
avgSynthCellArea_um2 = 7.88
ys_seq_elements = 1369
post-synth-top-area-fraction = 0.187
synthTopCellsByCount = 3445 x nand2_1, 1975 x nor2_1, 1686 x clkbuf_1
ff_type = edfxtp_1

[timing]
fin_setup_tns_ns = 0
fin_hold_ws_ns = 0.0735
slew_headroom = 0.110
rsz0062_at_grt = no
hold_viol_final = 0
skew_ns = 0.0505
slew_viol_final = 0
worstMarginPinSlew_ns = 1.33
setup_viol = 0

[placed_design]
port_buffers = 44
numPlacedInstances = 25116
dpl-instance-area_um2 = 171000
gp_congestion = 1.10
dp_hpwl_um = 648000

[min_path]
hp-start = HS1.syblk[1]
whs_endpoint = LP1.state
hp-class = reg2reg
hold_depth = 0

[flow_run]
maxCapViolations = 0
openroad.warnings = 79
## per-layer routing
metal / GRT usage / routed length (µm)
met5: 0.0136 / 1470
met4: 0.312 / 82200
met3: 0.276 / 165000
met2: 0.619 / 385000
met1: 0.612 / 347000
## layout by cell type (no fill, tap or decap), types with 330 or more instances in the layout
cell type / netlist / layout
nand2_1: 3445 / 3435
nor2_1: 1975 / 1938
o21ai_0: 1391 / 1390
a21oi_1: 1309 / 1308
buf_4: 69 / 1064
edfxtp_1: 1024 / 1024
nand3_1: 976 / 961
mux4_2: 900 / 900
mux2i_1: 820 / 817
nand4_1: 568 / 568
o211ai_1: 521 / 521
o22ai_1: 502 / 501
a31oi_1: 452 / 451
o2111ai_1: 406 / 406
nor3_1: 425 / 396
o221ai_1: 330 / 330
## cell families after synthesis
| group | synth area share |
|---|---|
| AND/OR/NAND/NOR | 0.226 |
| AND-OR/OR-AND | 0.275 |
| buffers and inverters | 0.0601 |
| multiplexers | 0.183 |
| flip-flops | 0.240 |
| XOR/XNOR | 0.0121 |
| adder cells (fa/ha/maj) | 0.00365 |
## worst max path at each step
stage | endpoint | slack, ns | cells after the start
4_1_cts | data_out3 | 4.72 | 9
5_1_grt | data_out3 | 4.54 | 9
6_report | data_out3 | 4.72 | 9
## worst reg2reg max path: stages (launching register included)
cell	delay (ns)
dfrtp_4	0.78
buf_4	0.63
inv_1	0.31
ha_4	0.73
buf_4	0.61
mux4_2	0.35
mux2i_1	0.07
mux2i_1	0.21
mux2i_1	0.13
a2111oi_0	0.74
a32o_4	0.59
buf_4	0.51
buf_4	0.55
buf_4	0.72
a21oi_1	0.22
mux2_2	0.29
a211oi_1	0.22
## per-stage QoR
| step | worst slack, ns | power, mW |
|---|---|---|
| 4_1_cts | 4.72 | 50.2 |
| 2_1_floorplan | 7.13 | 28.0 |
| 3_3_place_gp | 5.71 | 44.3 |
| 5_1_grt | 4.54 | 52.5 |
| 3_5_place_dp | 5.75 | 44.2 |
| 6_report | 4.72 | 52.4 |
## layout make-up
class,instances,area [µm²]
clock buffer,282,5910
fill,39804,231000
sequential,1369,39500
tap,5451,6820
clock inverter,85,827
timing repair buffer,1116,8610
antenna,70,175
multi-input combinational,17148,116000
inverter,32,120
## power groups by stage
stage	registers (mW)	logic, mW	clock network [mW]
4_1_cts	8.51	35.7	5.97
5_1_grt	8.75	37.7	6.07
6_report	8.66	37.8	5.92
Power and IR drop assume default switching activity.
