**design/flow/run.sh**
```bash
#!/bin/bash
# OpenROAD 26Q1-2900-gdf79404cd8, Yosys 0.63+post, stock flow scripts
make -C /OpenROAD-flow-scripts/flow DESIGN_CONFIG=/design/flow/config.mk WORK_HOME=/design/flow/orfs finish
```
**design/flow/config.mk**
```make
export PLATFORM = sky130hd
export DESIGN_NAME = linecoding_top
export DESIGN_NICKNAME = linecoding_top
export VERILOG_FILES = /design/flow/design.v
export SDC_FILE = /design/flow/constraint.sdc
export NUM_CORES = 4
export LEC_CHECK = 1
export CORE_UTILIZATION = 30
```
**design/flow/constraint.sdc**
```tcl
current_design linecoding_top

set clk_period 4.3
set clk_io_pct 0.2

create_clock -name clk0 -period $clk_period [get_ports {clk}]

set non_clock_inputs [all_inputs -no_clocks]
set_input_delay [expr $clk_period * $clk_io_pct] -clock clk0 $non_clock_inputs
set_output_delay [expr $clk_period * $clk_io_pct] -clock clk0 [all_outputs]
```
**design/flow/design.v**
```verilog
`timescale 1ns / 1ps
module linecoding_top(
    input wire [7:0] data_in,
    input wire       clk,
    input wire       rst,
    output wire [7:0] decoded);
    wire rd;
    wire [9:0] data_out;
    encoder_8b10b EN1(data_in,clk,rst,data_out,rd);
    decoder_10b8b DE1(data_out,rd,clk,rst,decoded);
endmodule
`timescale 1ns / 1ps
module decoder_10b8b(
    input wire [9:0] data_in,
    input wire       rd,
    input wire       clk,
    input wire       rst,
    output reg [7:0] data_out);
    reg [7:0] decoded;
    reg rd_prev;
    always @(posedge clk, negedge rst) begin
        if(!rst)begin
            data_out = 8'd0;
            rd_prev = 0;
        end
        else begin
            data_out = decoded;
            rd_prev = rd;
        end
    end
    always @(*) begin
        case (rd_prev)
        1'b0: begin
            case (data_in[3:0])
                4'b1011: decoded[7:5] = 3'b000;
                4'b1001: decoded[7:5] = 3'b001;
                4'b0101: decoded[7:5] = 3'b010;
                4'b1100: decoded[7:5] = 3'b011;
                4'b1101: decoded[7:5] = 3'b100;
                4'b1010: decoded[7:5] = 3'b101;
                4'b0110: decoded[7:5] = 3'b110;
                4'b1110: decoded[7:5] = 3'b111;
                default: decoded[7:5] = 3'bxxx;  
            endcase
            case (data_in[9:4])   
                6'b100111: decoded[4:0] = 5'd0;
                6'b011101: decoded[4:0] = 5'd1;
                6'b101101: decoded[4:0] = 5'd2;
                6'b110001: decoded[4:0] = 5'd3;   
                6'b110101: decoded[4:0] = 5'd4;
                6'b101001: decoded[4:0] = 5'd5;   
                6'b011001: decoded[4:0] = 5'd6;
                6'b111000: decoded[4:0] = 5'd7;
                6'b111001: decoded[4:0] = 5'd8;
                6'b100101: decoded[4:0] = 5'd9;   
                6'b010101: decoded[4:0] = 5'd10;
                6'b110100: decoded[4:0] = 5'd11;
                6'b001101: decoded[4:0] = 5'd12;
                6'b101100: decoded[4:0] = 5'd13;   
                6'b011100: decoded[4:0] = 5'd14;
                6'b010111: decoded[4:0] = 5'd15;
                6'b011011: decoded[4:0] = 5'd16;
                6'b100011: decoded[4:0] = 5'd17;
                6'b010011: decoded[4:0] = 5'd18;
                6'b110010: decoded[4:0] = 5'd19;
                6'b001011: decoded[4:0] = 5'd20;
                6'b101010: decoded[4:0] = 5'd21;   
                6'b011010: decoded[4:0] = 5'd22;
                6'b111010: decoded[4:0] = 5'd23;
                6'b001100: decoded[4:0] = 5'd24;
                6'b100110: decoded[4:0] = 5'd25;   
                6'b010110: decoded[4:0] = 5'd26;
                6'b110110: decoded[4:0] = 5'd27;
                6'b001110: decoded[4:0] = 5'd28;
                6'b101110: decoded[4:0] = 5'd29;
                6'b011110: decoded[4:0] = 5'd30;
                6'b101011: decoded[4:0] = 5'd31;   
                default: decoded[4:0] = 5'bxxxxx;   
            endcase
            end
        1'b1: begin
            case (data_in[3:0])   
                4'b0100: decoded[7:5] = 3'b000;
                4'b1001: decoded[7:5] = 3'b001;
                4'b0101: decoded[7:5] = 3'b010;
                4'b0011: decoded[7:5] = 3'b011;
                4'b0010: decoded[7:5] = 3'b100;
                4'b1010: decoded[7:5] = 3'b101;
                4'b0110: decoded[7:5] = 3'b110;
                4'b0001: decoded[7:5] = 3'b111;
                default: decoded[7:5] = 3'bxxx;   
            endcase
            case (data_in[9:4])   
                6'b011000: decoded[4:0] = 5'd0;
                6'b100010: decoded[4:0] = 5'd1;
                6'b010010: decoded[4:0] = 5'd2;
                6'b110001: decoded[4:0] = 5'd3;   
                6'b001010: decoded[4:0] = 5'd4;
                6'b101001: decoded[4:0] = 5'd5;   
                6'b011001: decoded[4:0] = 5'd6;
                6'b000111: decoded[4:0] = 5'd7;
                6'b000110: decoded[4:0] = 5'd8;
                6'b100101: decoded[4:0] = 5'd9;   
                6'b010101: decoded[4:0] = 5'd10;
                6'b110100: decoded[4:0] = 5'd11;
                6'b001101: decoded[4:0] = 5'd12;
                6'b101100: decoded[4:0] = 5'd13;   
                6'b011100: decoded[4:0] = 5'd14;
                6'b101000: decoded[4:0] = 5'd15;
                6'b100100: decoded[4:0] = 5'd16;
                6'b100011: decoded[4:0] = 5'd17;
                6'b010011: decoded[4:0] = 5'd18;
                6'b110010: decoded[4:0] = 5'd19;
                6'b001011: decoded[4:0] = 5'd20;
                6'b101010: decoded[4:0] = 5'd21;   
                6'b011010: decoded[4:0] = 5'd22;
                6'b000101: decoded[4:0] = 5'd23;
                6'b001100: decoded[4:0] = 5'd24;
                6'b100110: decoded[4:0] = 5'd25;   
                6'b010110: decoded[4:0] = 5'd26;
                6'b001001: decoded[4:0] = 5'd27;
                6'b001110: decoded[4:0] = 5'd28;
                6'b010001: decoded[4:0] = 5'd29;
                6'b100001: decoded[4:0] = 5'd30;
                6'b010100: decoded[4:0] = 5'd31;   
                default: decoded[4:0] = 5'bxxxxx;   
            endcase   
        end       
        endcase
    end
endmodule
`timescale 1ns / 1ps
module encoder_8b10b (
    input wire [7:0] data_in,
    input wire       clk,
    input wire       rst,
    output reg [9:0] data_out,
    output reg       rd);
    wire [9:0] encoded;
    reg [3:0] count; 
    reg       new_rd;
    table_8b10b TB1(data_in,rd,encoded);
    always @(posedge clk, negedge rst) begin
        if (!rst) begin
            data_out <= 10'd0;
            rd <= 1'b0;  
        end
        else begin
            data_out <= encoded;
            rd <= new_rd;
        end
    end
    always @(*) begin
        count = noofones(encoded);
        if(count > 4'd5)
            new_rd = 1'b1;
        else if(count < 4'd5)
            new_rd = 1'b0;
        else 
            new_rd = rd;        
    end
    function integer noofones(input [9:0] enc);
        integer j;
        integer ones;
        begin
            ones = 0;
            for (j = 0; j < 10; j = j + 1) begin
                ones = ones + enc[j];   
            end
            noofones = ones;
        end        
    endfunction
endmodule
`timescale 1ns / 1ps
module table_8b10b (
    input [7:0] data_in,
    input       rd,
    output reg [9:0] encoded
);
    always @(*) begin
        case (rd)
        1'b0: begin
            case (data_in[7:5])
                3'b000: encoded[3:0] = 4'b1011;
                3'b001: encoded[3:0] = 4'b1001;
                3'b010: encoded[3:0] = 4'b0101;
                3'b011: encoded[3:0] = 4'b1100;
                3'b100: encoded[3:0] = 4'b1101;
                3'b101: encoded[3:0] = 4'b1010;
                3'b110: encoded[3:0] = 4'b0110;
                3'b111: encoded[3:0] = 4'b1110;
                default: encoded[3:0] = 4'bxxxx;  
            endcase
            case (data_in[4:0])  
                5'd0 : encoded[9:4] = 6'b100111;
                5'd1 : encoded[9:4] = 6'b011101;
                5'd2 : encoded[9:4] = 6'b101101;
                5'd3 : encoded[9:4] = 6'b110001;   
                5'd4 : encoded[9:4] = 6'b110101;
                5'd5 : encoded[9:4] = 6'b101001;   
                5'd6 : encoded[9:4] = 6'b011001;
                5'd7 : encoded[9:4] = 6'b111000;
                5'd8 : encoded[9:4] = 6'b111001;
                5'd9 : encoded[9:4] = 6'b100101;   
                5'd10: encoded[9:4] = 6'b010101;
                5'd11: encoded[9:4] = 6'b110100;
                5'd12: encoded[9:4] = 6'b001101;
                5'd13: encoded[9:4] = 6'b101100;   
                5'd14: encoded[9:4] = 6'b011100;
                5'd15: encoded[9:4] = 6'b010111;
                5'd16: encoded[9:4] = 6'b011011;
                5'd17: encoded[9:4] = 6'b100011;
                5'd18: encoded[9:4] = 6'b010011;
                5'd19: encoded[9:4] = 6'b110010;
                5'd20: encoded[9:4] = 6'b001011;
                5'd21: encoded[9:4] = 6'b101010;   
                5'd22: encoded[9:4] = 6'b011010;
                5'd23: encoded[9:4] = 6'b111010;
                5'd24: encoded[9:4] = 6'b110011;
                5'd25: encoded[9:4] = 6'b100110;   
                5'd26: encoded[9:4] = 6'b010110;
                5'd27: encoded[9:4] = 6'b110110;
                5'd28: encoded[9:4] = 6'b001110;
                5'd29: encoded[9:4] = 6'b101110;
                5'd30: encoded[9:4] = 6'b011110;
                5'd31: encoded[9:4] = 6'b101011;   
                default: encoded[9:4] = 6'bxxxxxx;  
            endcase
        end
        1'b1: begin
            case (data_in[7:5])
                3'b000: encoded[3:0] = 4'b0100;
                3'b001: encoded[3:0] = 4'b1001;
                3'b010: encoded[3:0] = 4'b0101;
                3'b011: encoded[3:0] = 4'b0011;
                3'b100: encoded[3:0] = 4'b0010;
                3'b101: encoded[3:0] = 4'b1010;
                3'b110: encoded[3:0] = 4'b0110;
                3'b111: encoded[3:0] = 4'b0001;
                default: encoded[3:0] = 4'bxxxx;  
            endcase
            case (data_in[4:0])  
                5'd0 : encoded[9:4] = 6'b011000;
                5'd1 : encoded[9:4] = 6'b100010;
                5'd2 : encoded[9:4] = 6'b010010;
                5'd3 : encoded[9:4] = 6'b110001;   
                5'd4 : encoded[9:4] = 6'b001010;
                5'd5 : encoded[9:4] = 6'b101001;   
                5'd6 : encoded[9:4] = 6'b011001;
                5'd7 : encoded[9:4] = 6'b000111;
                5'd8 : encoded[9:4] = 6'b000110;
                5'd9 : encoded[9:4] = 6'b100101;   
                5'd10: encoded[9:4] = 6'b010101;
                5'd11: encoded[9:4] = 6'b110100;
                5'd12: encoded[9:4] = 6'b001101;
                5'd13: encoded[9:4] = 6'b101100;   
                5'd14: encoded[9:4] = 6'b011100;
                5'd15: encoded[9:4] = 6'b101000;
                5'd16: encoded[9:4] = 6'b100100;
                5'd17: encoded[9:4] = 6'b100011;
                5'd18: encoded[9:4] = 6'b010011;
                5'd19: encoded[9:4] = 6'b110010;
                5'd20: encoded[9:4] = 6'b001011;
                5'd21: encoded[9:4] = 6'b101010;   
                5'd22: encoded[9:4] = 6'b011010;
                5'd23: encoded[9:4] = 6'b000101;
                5'd24: encoded[9:4] = 6'b001100;
                5'd25: encoded[9:4] = 6'b100110;   
                5'd26: encoded[9:4] = 6'b010110;
                5'd27: encoded[9:4] = 6'b001001;
                5'd28: encoded[9:4] = 6'b001110;
                5'd29: encoded[9:4] = 6'b010001;
                5'd30: encoded[9:4] = 6'b100001;
                5'd31: encoded[9:4] = 6'b010100;   
                default: encoded[9:4] = 6'bxxxxxx;  
            endcase
        end
        endcase
    end
endmodule
```
==> results.txt <==
Item: results of the latest flow run.

- The flow ran to the end, but the final reports show violations.
- The final reports fail on setup timing.
- The post-synthesis cell type with the largest combined area is dfrtp_1.
- The worst-case clock skew is ~1.7 ps.
- In the routed design, unresolved DRC markers number 0.
- In the final layout, the fill cell count is 775.
- The via count of the first global-routing pass came to slightly above 2000.
- Setup repair after global routing could not meet its margin everywhere.
- Per the skew report, the later register of the worst-skew pair sees a clock latency of ~260 ps.
- The final tally of setup violations is 1.
- The power after layout is 0.002038 W.
- The wire-length estimate of the detail-placed layout is between 3000 and 4000 um.
- The placed instances occupy a cell area of ~2900 sq um.
- The fmax is about 220 MHz.
- The global-route wire length before repair is 9556 um.
- For this run, the detailed router's first-pass iteration total came to 4.
- In this run the tightest slew margin relative to its limit is roughly 44%.
- The data arrival at the endpoint of the critical path is roughly 4700 ps.
- The type of element launching the critical path is an input pin.
- The final weighted congestion of routability-driven global placement is ~0.87.
- The worst-case setup margin in the final layout is -238.1 ps.
- In this run the power density over the cells is 641.4 nW/um^2.
- The number of distinct standard cells referenced by the synthesized netlist is roughly 75.
- The final report gives the standard cell area, fillers excluded, as between 3000 and 4000 sq um.
- The overall global routing resource usage is approximately 14%.
- The number of buffers inserted during clock tree synthesis is 3.
- Hold-check failures listed in the final report amount to 0.
- The final core utilization is between 40% and 50%.
- The CTS clock-pin slew for the worst setup and hold paths is about 70 ps.
- The routed layout has 2296 vias.
- The multi-input gate area in the final layout is approximately 1800 sq um.
- According to the floorplan report, the die height is around 93 um.
- The number of I/O pins is 18.
- The number of cells in Yosys stat is between 300 and 400.
- The analysis attributes to cell leakage a power of between 1 and 1.5 nW.
- The die covers between 8000 and 9000 sq um.
- The remaining antenna violation count after routing is 0.
- Averaged over all synthesized cells, the footprint is 8.206 sq um.
- The number of buffers on the longest clock path is 2.
- By area the synthesized netlist is led by dfrtp_1 (20%), ha_1 (6.6%), fa_1 (4.9%).
- The cell row count is 32.
- The placement report lists the number of port buffers as 17.
- Pins over their slew limit in the final report were tallied at 0.
- At the worst endpoint, the required time is about 4400 ps.
- Per the final layout report, the fraction of cells sized above drive strength 1 comes to between 20 and 30%.
- Yosys reports that the leading cell type by area covers roughly 20% of the netlist area.
- In the final layout, flip-flops and latches occupy approximately 500 sq um.
- Per the synthesis report, the adder-cell share of the synthesized area is 11.45%.
- The synthesis report lists the Yosys warning total as 3.
- Entering global routing, the biggest net connects 31 pins.
- The commonest register cell after synthesis is dfrtp_1.
- The initial core utilization is a little under a third.
- The top logic cell family in the synthesized netlist is AND-OR/OR-AND gates.
- The initial antenna violation count is 0.
- After clock tree synthesis, the flow added hold-fix buffers numbering 0.
- The most common cell in the synthesized netlist is nor2_1.
- After the first detailed-routing iteration, the DRC count stood at 108.
- Looking at the clock tree report, the H-tree level count equals 1.
- The type of element capturing the critical path is a flip-flop.
- Looking at the setup timing report, the critical path kind is input pin to flip-flop.
- The area of the mapped netlist is between 2000 and 2500 sq um.
- The worst ir drop on vdd is roughly 0.30 mV.
- The slew at the pin closest to its max-slew limit is approximately 840 ps.
- The clock root buffer master is clkbuf_8.
- Per the synthesis report, the AND-OR/OR-AND share of the synthesized area is between 20 and 30%.
- For this run, the register share of the synthesized area comes to between 20% and 30%.
- The max capacitance violation total is 0.
- The horizontal die size is a little over 90 um.
- The core area is between 7000 and 8000 sq um.
- The detailed router reported a total wirelength of about 5500 um.
- The number of flops mapped to enable cells by yosys is 0.
- The global route stage reports its total congestion overflow as 0.
- The share of the clock period used by the worst path after layout is 105.5%.
- The biggest fanout along the worst timing path is 8.
- The area added between synthesis and finish is 28.67%.
- Counting I/O delays and the setup requirement, the final critical path takes roughly 4500 ps.
- The synthesized-area fraction occupied by xor and xnor cells is about 2.5%.
- Counting instances in the post-synthesis netlist gives the leading cell types as nor2_1 (26), a21oi_1 (22), dfrtp_1 (20), inv_1 (19).
- The clock tree from TritonCTS is done.
- The routed design shows a wire length per standard cell of roughly 12 um.
- The fraction of synthesized area in multiplexers is between 5 and 6%.
- In this run the tools logged warnings totalling 37.
- The number of sinks on the clock net is 20.
- Dividing the detail-routed via count by the number of cells gives around 5.
- The chip area estimate from yosys synthesis is approximately 2500 sq um.
- The antenna cell count is 0.
- The post-synthesis async set-or-reset flop share is 100.0%.
- The register bit count reported by yosys is 20.
- Note that the worst hold path type here is flip-flop to flip-flop.
- The synthesized-area fraction occupied by and/or/nand/nor cells is roughly 20%.
- The synthesized netlist cell count is 301.
[flip-flops by register name, summed over array words and instances, names as in the netlist]
| signal | count |
|---|---|
| DE1.data_out | 8 |
| EN1.data_out | 10 |
| DE1.rd_prev | 1 |
| EN1.rd | 1 |
[final cells by class]
class,instances,share of cell area (%)
clock buffer,3,1.299
clock inverter,1,0.9449
inverter,22,2.835
multi-input combinational,231,56.38
sequential,20,15.75
tap,102,4.016
timing repair buffer,72,18.78
[critical path, cell delays in order]
cell and delay (ps):
buf_6 80, buf_6 120, ha_2 210, buf_4 150, mux2i_1 80, mux2i_1 200, nor3_2 70, a221o_1 290
fa_1 520, fa_1 420, fa_1 460, fa_2 370, fa_2 540, o21ai_2 50, a211o_1 260
[worst paths after layout]
kind	from	end	slack [ps]	cells past startpoint
worst max register to register	EN1.rd	EN1.rd	200	12
max in group asynchronous	rst	EN1.rd	3170	2
min in group asynchronous	rst	DE1.data_out[1]	930	2
worst max-delay path	data_in[0]	EN1.rd	-240	15
worst min-delay path	EN1.data_out[3]	DE1.data_out[6]	610	1
worst min register to register	EN1.data_out[3]	DE1.data_out[6]	610	1
[per-layer routing]
layer | global-route usage [%] | vias up | wire length, um
met5 | 0 | - | 0
met4 | 1.282 | 0 | 25
met3 | 0.9190 | 4 | 177
met2 | 21.54 | 44 | 2463
met1 | 21.37 | 1060 | 2866
li1 | - | 1188 | -
[through the flow]
stage | setup slack (ps) | std cells | setup TNS, ps | hold WS (ps)
finish | -238.1 | 451 | -238.1 | 612.7
global route | -331.7 | 451 | -331.7 | 638.5
global placement | -1008 | 439 | -1008 | 590.9
floorplan | -520.9 | 301 | -520.9 | 348.7
CTS | -376.7 | 451 | -376.7 | 605.9
detailed placement | -1073 | 439 | -1073 | 594.6
[power breakdown]
| group | switching, W | internal, W |
|---|---|---|
| clock | 0.0000625 | 0.000124 |
| sequential | 0.000221 | 0.000279 |
| combinational | 0.000612 | 0.000740 |
[layout by cell type (no fill, tap or decap), types with 3 or more instances in the layout]
cell type / Yosys / layout
clkbuf_8: 0 / 3
nand4_1: 3 / 3
or2_2: 3 / 3
nand2_1: 15 / 15
inv_2: 3 / 4
fa_1: 6 / 4
o22ai_1: 4 / 3
nand3_1: 6 / 6
a211oi_1: 3 / 3
xnor2_1: 5 / 4
o221ai_1: 3 / 3
buf_4: 4 / 48
nor2b_1: 3 / 3
nor3_1: 8 / 7
o21a_1: 4 / 4
nor2_1: 26 / 25
inv_1: 19 / 16
dfrtp_1: 20 / 20
buf_6: 4 / 7
a21o_1: 4 / 4
ha_1: 13 / 10
nand2b_1: 15 / 13
nand4b_1: 3 / 3
mux2i_1: 6 / 6
mux2_2: 3 / 3
o21ai_0: 14 / 11
o21ai_1: 3 / 5
a21oi_1: 22 / 22
clkdlybuf4s50_1: 0 / 10
[what timing repair did]
item / in CTS / in global routing
setup endpoints to repair: 1 / 1
pin swaps: 15 / 10
buffers inserted: 7 / 0
cloned: 1 / 0
gates resized: 41 / 10
[cells by family (layout without fill, tap and decap cells)]
kind of cell	after synthesis	after routing
compound gates	99	99
xor+xnor	7	7
flops	20	20
simple gates	95	95
fa+ha+maj	19	19
mux	11	11
buf+inv	50	98
Power is estimated from default activity; no workload was simulated.
